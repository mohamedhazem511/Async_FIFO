$ cat ./config.mk
export PLATFORM = sky130hd
export DESIGN_NAME = fifo_top
export DESIGN_NICKNAME = fifo_top
export VERILOG_FILES = /design/flow/design.v
export SDC_FILE = /design/flow/constraint.sdc
export NUM_CORES = 4
export LEC_CHECK = 1
export CORE_UTILIZATION = 50
$ cat ./constraint.sdc
current_design fifo_top

set clk_period 3.3
set clk_io_pct 0.2

create_clock -name clk0 -period $clk_period [get_ports {rclk}]
create_clock -name clk1 -period $clk_period [get_ports {wclk}]

set non_clock_inputs [all_inputs -no_clocks]
set_input_delay [expr $clk_period * $clk_io_pct] -clock clk0 $non_clock_inputs
set_output_delay [expr $clk_period * $clk_io_pct] -clock clk0 [all_outputs]
$ cat ./design.v
module fifo_mem # (parameter    WIDTH = 8,
                                ADDR  = 3
                               )
(
    input  wire                         wclk,wrst_n,
    input  wire                         wclken,wfull,
    input  wire   [WIDTH-1:0]           wdata,  
    input  wire   [ADDR-1:0]            waddr,raddr,
    output wire   [WIDTH-1:0]           rdata
);
localparam   DEPTH = 1<<ADDR;
reg [WIDTH-1:0] mem [0:DEPTH-1];
assign rdata = mem[raddr];
integer num;
  always @(posedge wclk or negedge wrst_n) 
	begin
    if (!wrst_n) 
		  begin
          for ( num = 0 ; num < DEPTH ; num = num + 1 )
          mem[num] <= 0;
		  end
	  else if (wclken && !wfull)
          begin
          mem [waddr] <= wdata; 
          end
    end
endmodule
module fifo_top  # ( parameter        WIDTH = 8,
                                      DEPTH = 8,
                                      ADDR  = 3
                       )
(
 input   wire                        wclk,rclk,
 input   wire                        wrst_n,rrst_n,
 input   wire                        winc,rinc,
 input   wire   [WIDTH-1:0]          wdata,
 output  wire                        wfull,rempty,
 output  wire   [WIDTH-1:0]          rdata                    
);
wire         [ADDR-1:0]             raddr,waddr;
wire         [ADDR:0]               rq2_wptr,wq2_rptr,wptr,rptr;          
rptr_empty  # ( ADDR) U0_rptr_empty (
 .rclk(rclk),
 .rrst_n(rrst_n),
 .rinc(rinc), 
 .rempty(rempty),
 .rptr(rptr),
 .rq2_wptr(rq2_wptr),
 .raddr(raddr)
);
wptr_full  # ( ADDR) U0_wptr_full (
 .wclk(wclk),
 .wrst_n(wrst_n),
 .winc(winc), 
 .wfull(wfull),
 .wptr(wptr),
 .wq2_rptr(wq2_rptr),
 .waddr(waddr)
);
fifo_mem  # ( WIDTH ,ADDR ) U0_fifo_mem (
 .wclk(wclk),
 .wrst_n(wrst_n),
 .wclken(winc), 
 .raddr(raddr),
 .waddr(waddr),
 .wfull(wfull),
 .rdata(rdata),
 .wdata(wdata)
);
sync_r2w  # ( ADDR) U0_sync_r2w (
 .wclk(wclk),
 .wrst_n(wrst_n),
 .rptr(rptr),
 .wq2_rptr(wq2_rptr)
);
sync_w2r  # ( ADDR) U0_sync_w2r (
 .rclk(rclk),
 .rrst_n(rrst_n),
 .wptr(wptr),
 .rq2_wptr(rq2_wptr)
);
endmodule
module rptr_empty # (parameter    ADDR = 3
                               )
(
    input  wire                          rclk,rrst_n,
    input  wire                          rinc,
    input  wire    [ADDR:0]              rq2_wptr,
    output reg     [ADDR:0]              rptr,
    output reg                           rempty,
    output wire    [ADDR-1:0]            raddr
);
   wire empty_flag;
   wire [ADDR:0]  rgraynext, rbinnext;
   reg  [ADDR:0]  rbin;
  always @(posedge rclk or negedge rrst_n) 
	begin
    if (!rrst_n) 
		  begin
          rempty <= 1'b1;
		  end
	  else 
          begin
          rempty <= empty_flag; 
          end
    end
  always @(posedge rclk or negedge rrst_n) 
	begin
    if (!rrst_n) 
		  begin
          rptr   <= 'b0;
          rbin   <= 'b0;
		  end
	  else 
          begin
          rptr   <= rgraynext;
          rbin   <= rbinnext; 
          end
    end
    assign empty_flag = (rgraynext == rq2_wptr) ;             
    assign rgraynext  = ((rbinnext>>1) ^ (rbinnext)) ;   
    assign rbinnext   = ((rinc & ~rempty)+ rbin) ;       
    assign raddr      = rbin[ADDR-1:0] ;                 
endmodule
module sync_r2w # (
                      parameter ADDR  = 3
                  )
(
    input  wire                        wclk,
    input  wire                        wrst_n,
    input  wire  [ADDR:0]              rptr,
    output reg   [ADDR:0]              wq2_rptr
);
reg        [ADDR:0]            wq1_rptr;
always@(posedge wclk or negedge wrst_n)
  begin
  if(!wrst_n)
  begin
  wq2_rptr <= 0;
  wq1_rptr <= 0;
  end
  else
  begin
  {wq2_rptr,wq1_rptr} <= {wq1_rptr,rptr};                 
  end
  end
endmodule
`timescale 1us/1ns
module sync_w2r # (
                        parameter ADDR  = 3
                  )
(
    input  wire                        rclk,
    input  wire                        rrst_n,
    input  wire  [ADDR:0]              wptr,
    output reg   [ADDR:0]              rq2_wptr
);
reg        [ADDR:0]            rq1_wptr;
always@(posedge rclk or negedge rrst_n)
  begin
  if(!rrst_n)
  begin
  rq2_wptr <= 0;
  rq1_wptr <= 0;
  end
  else
  begin
  {rq2_wptr,rq1_wptr} <= {rq1_wptr,wptr};         
  end
  end
endmodule
module wptr_full # (parameter    ADDR = 3
                               )
(
    input  wire                          wclk,wrst_n,
    input  wire                          winc,
    input  wire    [ADDR:0]              wq2_rptr,
    output reg     [ADDR:0]              wptr,
    output reg                           wfull,
    output wire    [ADDR-1:0]            waddr
);
   wire full_flag;
   wire [ADDR:0]  wgraynext, wbinnext;
   reg  [ADDR:0]  wbin;
  always @(posedge wclk or negedge wrst_n) 
	begin
    if (!wrst_n) 
		  begin
          wfull <= 1'b0;
		  end
	  else 
          begin
          wfull <= full_flag; 
          end
    end
  always @(posedge wclk or negedge wrst_n) 
	begin
    if (!wrst_n) 
		  begin
          wptr   <= 'b0;
          wbin   <= 'b0;
		  end
	  else 
          begin
          wptr   <= wgraynext;
          wbin   <= wbinnext; 
          end
    end
    assign full_flag = (wgraynext == { ~wq2_rptr[ADDR:ADDR-1],wq2_rptr[ADDR-2:0]}) ;    
    assign wgraynext  = ((wbinnext>>1) ^ (wbinnext)) ;                           
    assign wbinnext   = ((winc & ~wfull) + wbin) ;                               
    assign waddr      = wbin[ADDR-1:0] ;                                         
endmodule
$ cat ./run.sh
#!/bin/bash
# OpenROAD 26Q1-2900-gdf79404cd8, Yosys 0.63+post, stock flow scripts
make -C /OpenROAD-flow-scripts/flow DESIGN_CONFIG=/design/flow/config.mk WORK_HOME=/design/flow/orfs finish
==> run_results.csv <==
group,metric,value,unit
run_status,status,"completed",
yosys,synth_top_cell_by_count,"dfrtp_1",
yosys,synthFlopType,"dfrtp_1",
final_timing,hold_viol,0,
final_timing,max-slew-margin-rel,52.6,%
cts,post_cts_buffers,0,
power_and_ir_drop,sw_frac_of_total,33.1,%
global_route,grt_usage,22.5,%
setup_path,startpoint_type,"flip-flop",
yosys,syn-cell-area,0.00438,mm^2
power_and_ir_drop,power_density,1070,mW/mm^2
global_route,grt_pass1_vias,2694,
setup_path,worst_path_max_delay_cell,"dfrtp_1",
setup_path,path_max_fanout,17,
global_route,antenna_found_initial,0,
detailed_routing,diodes,0,
detailed_routing,first_pass_iters,4,
setup_path,reg2regPathDepth,6,
setup_path,path_cells,"buf_4 -> mux2_2 -> a22oi_1 -> a21oi_1 -> clkdlybuf4s50_1",
placement,gp_congestion,0.773,
cells_and_area,fill_cells,667,
yosys,common_cells,"dfrtp_1, mux2_2, nor2_1",
cts,clock_sinks,96,
yosys,largest_area_cell,"dfrtp_1",
setup_path,cpLargestDelayFamily,"flip-flops",
yosys,synthDominantCellAreaShare,54.2,%
power_and_ir_drop,p_leak,2.15,nW
detailed_routing,viasPerCell,5.54,
power_and_ir_drop,internal_power,3.55,mW
placement,portBuffers,22,
setup_path,cp.required,2640,ps
setup_path,rr_startpoint,"U0_rptr_empty.rbin[0]",
cts,tritoncts,"done",
detailed_routing,wl_per_cell,18.6,um
yosys,async_reset_ff_share,100,%
final_timing,tightest_slew,710,ps
detailed_routing,drc,0,
yosys,area_leaders,"dfrtp_1, mux2_2, mux2_4",
power_and_ir_drop,vdd_drop_max,0.643,mV
setup_path,ff2ff_setup_slack,830,ps
setup_path,reg2reg_to,"U0_rptr_empty.rempty",
power_and_ir_drop,power_frac_clock,17.8,%
detailed_routing,drtAntennaViolNets,0,
setup_path,critPathCaptureType,"output pin",
setup_path,cp.arrival,2400,ps
yosys,ys_seq_share,54.8,%
cells_and_area,drive_above_1_share,31.0,%
yosys,yosysUniqueCellTypes,56,
job,tool_warnings,26,
power_and_ir_drop,combPwrFrac,40.3,%
power_and_ir_drop,total_power,5.31,mW
yosys,yosys-stat-area,0.00438,mm^2
yosys,edf_count,0,
yosys,avgSynthCellArea,13.3,um^2
global_route,grt_start_max_net_pins,37,
die,ios,24,
final_timing,tns,0,ps
cts,path_clk_slew,80,ps
power_and_ir_drop,power_frac_seq,41.9,%
global_route,grt_overflow,0,
setup_path,crit_path_max_incr_delay,800,ps
die,core,0.00834,mm^2
die,die-height,95.6,um
cells_and_area,synthToLayoutAreaGrowth,13.1,%
global_route,grt_pass1_wl,14300,um
die,dieArea,0.00915,mm^2
detailed_routing,via_count,2599,
worst_hold_path,hold_path.class,"in -> async",
cts,post_cts.resized_instances,0,
final_timing,final-max-slew-violation-count,0,
die,num_rows,33,
detailed_routing,routed_wl,8740,um
final_timing,rsz0062_at_grt,"no",
final_timing,setup-violations-final,0,
setup_path,startpoint,"U0_rptr_empty.rbin[1]",
yosys,ys.flops,96,
die,initCoreUtil,52.6,%
setup_path,criticalPathCategory,"reg -> out",
die,die_width,95.6,um
yosys,syn_inst,330,
final_timing,skew,8.81,ps
job,max-cap-violations,0,
setup_path,path_buffers,2,
placement,place_hpwl,5570,um
cts,postCtsHoldBufs,0,
yosys,yosysWarningCount,6,
yosys,yosysCellCount,330,
power_and_ir_drop,p_sw,1.76,mW
detailed_routing,drt-initial-drc-count,86,
power by group through the flow:
stage                 logic (mW)  registers (mW)  clock network [mW]
after CTS                   2.16            2.22               0.976
after global routing        2.37            2.31                1.03
final                       2.14            2.22               0.945
logic make-up after synthesis:
logic type                 Yosys count  synth area share, %
adders and majority gates            4                 1.14
and+or+nand+nor                     66                 9.30
DFF                                 96                 54.8
muxes                               75                 20.3
AOI/OAI and AO/OA                   46                 7.08
xor gates and xnor gates            20                 4.48
buffers and inverters               23                 2.91
worst max path at each step:
stage / slack, ps / cells after the start / to
after CTS: 220 / 5 / rdata[0]
after global routing: 50 / 5 / rdata[0]
final: 240 / 5 / rdata[0]
sequential cells by signal (all words and copies together) (netlist names):
signal / cells
U0_wptr_full.wfull: 1
U0_wptr_full.wbin: 3
U0_wptr_full.wptr: 4
U0_sync_w2r.rq2_wptr: 4
U0_fifo_mem.mem: 64
U0_rptr_empty.rbin: 3
U0_sync_r2w.wq1_rptr: 4
U0_rptr_empty.rempty: 1
U0_sync_r2w.wq2_rptr: 4
U0_sync_w2r.rq1_wptr: 4
U0_rptr_empty.rptr: 4
layout by cell type (no fill, tap or decap), drive strengths merged, types with 10 or more instances in the layout:
cell type      netlist  layout
o21ai               10      10
mux2                66      66
xor2                11      11
clkbuf               3      13
nor2                16      16
dfrtp               95      95
nand2               12      12
clkdlybuf4s50        0      21
a21oi               13      13
stage by stage:
stage | hold WS (ps) | worst slack (ps) | utilization (%) | instance area, um^2 | instances
after global placement | 333 | 450 | 56.3 | 4700 | 450
after CTS | 271 | 224 | 59.5 | 4960 | 469
after detailed placement | 336 | 386 | 56.3 | 4700 | 450
after floorplan | 331 | 1050 | - | 4380 | 330
final | 267 | 236 | 59.5 | 4960 | 469
after global routing | 279 | 51.2 | 59.5 | 4960 | 469
area by class of cell:
class / instances / area (um^2) / area share [%]
Clock inverter: 6 / 83.8 / 1.69
Tap cell: 105 / 131 / 2.65
Timing Repair Buffer: 30 / 278 / 5.60
Sequential cell: 96 / 2400 / 48.5
Multi-Input combinational cell: 211 / 1850 / 37.4
Clock buffer: 13 / 179 / 3.61
Inverter: 8 / 30.0 / 0.606
metal layers:
| layer | vias up | wire length [um] | track usage [%] |
|---|---|---|---|
| met2 | 55 | 3790 | 31.7 |
| li1 | 1231 | - | - |
| met3 | 9 | 407 | 4.95 |
| met1 | 1304 | 4450 | 39.4 |
| met5 | - | 0 | 0 |
| met4 | 0 | 99 | 2.11 |
Power is estimated from default activity; no workload was simulated.
